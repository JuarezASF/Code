`design/flow/run.sh`:
```
#!/bin/bash
# OpenROAD 26Q1-2900-gdf79404cd8, Yosys 0.63+post, stock flow scripts
make -C /OpenROAD-flow-scripts/flow DESIGN_CONFIG=/design/flow/config.mk WORK_HOME=/design/flow/orfs finish
```
`design/flow/config.mk`:
```
export PLATFORM = sky130hd
export DESIGN_NAME = add32
export DESIGN_NICKNAME = add32
export VERILOG_FILES = /design/flow/design.v
export SDC_FILE = /design/flow/constraint.sdc
export NUM_CORES = 4
export LEC_CHECK = 1
export CORE_AREA = 10 10 104 104
export DIE_AREA = 0 0 114 114
```
`design/flow/constraint.sdc`:
```
current_design add32

set clk_period 25.0
set clk_io_pct 0.2

create_clock -name clk0 -period $clk_period

set non_clock_inputs [all_inputs -no_clocks]
set_input_delay [expr $clk_period * $clk_io_pct] -clock clk0 $non_clock_inputs
set_output_delay [expr $clk_period * $clk_io_pct] -clock clk0 [all_outputs]
```
`design/flow/design.v`:
```
module add16(Soma, carry_out, A, B, carry_in);
	output [15:0]Soma;
	output carry_out;
	input [15:0] A, B;  
	input carry_in;
	wire L0, L1, L2;
	add4 a0(Soma[3:0], L0, A[3:0], B[3:0], carry_in);
	add4 a1(Soma[7:4], L1, A[7:4], B[7:4], L0);
	add4 a2(Soma[11:8], L2, A[11:8], B[11:8], L1);
	add4 a3(Soma[15:12], carry_out, A[15:12], B[15:12], L2);
endmodule
module add32(Soma, carry_out, A, B, carry_in);
	output [31:0]Soma;
	output carry_out;
	input [31:0] A, B;  
	input carry_in;
	wire L0;
	add16 a0(Soma[15:0], L0, A[15:0], B[15:0], carry_in);
	add16 a1(Soma[31:16], carry_out, A[31:16], B[31:16], L0);
endmodule
module add4(Soma, carry_out, A, B, carry_in);
	output [3:0]Soma;
	output carry_out;
	input [3:0] A, B;  
	input carry_in;
	wire L0, L1, L2;
	adder a0(Soma[0], L0, A[0], B[0], carry_in);
	adder a1(Soma[1], L1, A[1], B[1], L0);
	adder a2(Soma[2], L2, A[2], B[2], L1);
	adder a3(Soma[3], carry_out, A[3], B[3], L2);
endmodule
module adder(sum,carry_out,a,b,carry_in);
input carry_in, a, b;
output sum, carry_out;
wire L1, L2, L3;  
halfAdder primeira_soma(L1,L2,a,b);
halfAdder segunda_soma(sum, L3, L1, carry_in);
or(carry_out, L3, L2);
endmodule
module halfAdder(sum, carry_out, a, b);
input a, b;  
output sum, carry_out;  
xor(sum, a, b); 
and(carry_out, a, b);
endmodule
```
==> flow_summary.yaml <==
# yosys + openroad results
status:
  status: "completed"
sta:
  fin_tns_setup_ns: 0
  period_needed_ns: 23.68
  hold_viol_final: 0
  rsz0062_at_grt: "no"
  maxSlewViolCount: 0
  tightest_slew_ns: 0.132
  fmax_ghz: 0.0422
  relSlewSlack: 0.912
  fin_crit_sh: 0.947
  setup_violations: 0
  hold_slack_ns: 11.06
  final.setup.worst_slack_ns: 1.32
floorplanning:
  dieHeight_um: 114
  io_pins: 98
  fp.dieW_um: 114
  core_util_floorplan: 0.104
  die_area_mm2: 0.0130
  num_rows: 34
  core-area_mm2: 0.00868
setup_path:
  critPathCaptureType: "output port"
  worstPathMaxFanout: 1
  critical_path_required_ns: 20.00
  cpMaxStageDelayCell: "clkdlybuf4s50_1"
  start_kind: "input port"
  max_stage_delay_ns: 0.47
  crit_arrival_ns: 18.68
  cpMostUsedCell: "fa_1"
  critical_path_class: "in2out"
job:
  warnings: 32
  drv_cap: 0
min_path:
  hold_path.class: "in2out"
  hold_depth: 5
  hold_end: "carry_out"
  hold_start: "B[31]"
place:
  globalplace.congestion: 0.772
  post_dp_cell_area_mm2: 0.00178
  dp_cells: 243
  dp_hpwl_um: 3350
  numPortBuffers: 98
  preCtsSetupSlack_ns: 1.27
power:
  power_density_mw_per_mm2: 24.5
  peakVddDrop_mv: 0.00859
  p_leak_nw: 0.644
  total_power_mw: 0.0436
synthesis:
  syn_inst: 69
  yosys_area_um2: 900
  syn_avg_cell_area_um2: 13.0
  yosysCellCount: 69
  ys_warn_count: 0
  netlist-cell-type-count: 3
  synth_area_um2: 900
  ys_seq_frac: 0
routing:
  ant_nets: 0
  diodes: 0
  initialDrtViolationCount: 0
  drt_pre_antenna_iters: 1
  drcViolationCount: 0
  routed_wl_um: 3360
  routed_via_density: 3.07
  num_vias: 747
  wire_per_inst_um: 13.8
clock_tree:
  cts_hold_buf: 0
  postCtsSetupBuffers: 0
  post_cts_resized: 0
final_layout:
  drive_above_1_share: 0
  area_delta_synth_final_pct: 97.4
  seq_area_um2: 0
  fin_cells: 243
  clock_buffer_count: 0
  layout_top_cell: "clkdlybuf4s50_1"
  fill_cells: 979
  finish.utilization: 0.205
  flops: 0
  final_cell_mix: "98 x clkdlybuf4s50_1, 32 x fa_1, 5 x inv_1"
  final_cell_area_mm2: 0.00178
  logic_area_um2: 641
global_route:
  grt_pass1_wl_um: 5070
  grt-ovfl-total: 0
  grt_pass1_vias: 939
  grt_use_total: 0.0498
  grt_max_degree: 2
  antenna_found_initial: 0
==> how the worst max path moves through the flow <==
stage     start  endpoint  slack, ns  cells after the start
4_1_cts    A[0]  Soma[31]       1.24                     36
6_report   A[0]  Soma[31]       1.32                     36
5_1_grt    A[0]  Soma[31]       0.86                     36
==> power by group <==
part           switching, mW  leakage (nW)  internal (mW)
Combinational         0.0116         0.644         0.0319
Sequential                 0             0              0
Clock                      0             0              0
Total                 0.0116         0.644         0.0319
==> cell type report <==
class,count,area share
inverter,5,0.0106
timing repair buffer,98,0.553
multi-input combinational,32,0.361
tap,108,0.0761
==> routing by layer <==
layer	part of all wire	global-route usage	vias to the layer above	wire (um)
met1	0.35	0.0555	342	1170
met2	0.32	0.0634	103	1090
li1	-	-	302	-
met3	0.33	0.0601	0	1100
met5	0	0	-	0
met4	0	0	0	0
==> cell families (layout without fill, tap and decap cells) <==
logic type	Yosys count	count (layout)	share of synthesized area
fa+ha+maj	32	32	0.712
buf+inv	37	103	0.288
==> cell usage after synthesis, drive strengths merged <==
master  number  area, um2
fa          32        641
inv          5       18.8
buf         32        240
==> critical path, delay by kind of cell <==
family	cells	cell delay, ns
adders and majority gates	32	12.63
buffers and inverters	4	1.04
Power figures rest on the tool's default switching activity, not on a simulated workload.
