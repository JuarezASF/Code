<file path="config.mk">
export PLATFORM = sky130hd
export DESIGN_NAME = teste
export DESIGN_NICKNAME = teste
export VERILOG_FILES = /design/flow/design.v
export SDC_FILE = /design/flow/constraint.sdc
export NUM_CORES = 4
export LEC_CHECK = 1
export CORE_AREA = 10 10 88 88
export DIE_AREA = 0 0 98 98
</file>
<file path="constraint.sdc">
current_design teste

set clk_period 1.6
set clk_io_pct 0.2

create_clock -name clk0 -period $clk_period

set non_clock_inputs [all_inputs -no_clocks]
set_input_delay [expr $clk_period * $clk_io_pct] -clock clk0 $non_clock_inputs
set_output_delay [expr $clk_period * $clk_io_pct] -clock clk0 [all_outputs]
</file>
<file path="design.v">
module decoder7 (In, Out);
	input [3:0] In;  
	output reg[6:0] Out;  
	always @(*) 
		case (In)
			4'b0000 : Out = ~7'b0111111; 
			4'b0001 : Out = ~7'b0000110;
			4'b0010 : Out = ~7'b1011011; 
			4'b0011 : Out = ~7'b1001111; 
			4'b0100 : Out = ~7'b1100110; 
			4'b0101 : Out = ~7'b1101101; 
			4'b0110 : Out = ~7'b1111101; 
			4'b0111 : Out = ~7'b0000111; 
			4'b1000 : Out = ~7'b1111111; 
			4'b1001 : Out = ~7'b1101111;
			4'b1010 : Out = ~7'b1110111; 
			4'b1011 : Out = ~7'b1111100; 
			4'b1100 : Out = ~7'b0111001; 
			4'b1101 : Out = ~7'b1011110; 
			4'b1110 : Out = ~7'b1111001; 
			4'b1111 : Out = ~7'b1110001; 
			default : Out = ~7'b0000000;
		endcase
endmodule
module teste (iSW, iKEY, oLEDR, oLEDG, oHEX0_D,oHEX0_DP, 
			oHEX1_D,oHEX1_DP, oHEX2_D,oHEX2_DP, oHEX3_D,oHEX3_DP);
	input [17:0] iSW; 
	input [3:0] iKEY;
	output [17:0] oLEDR; 
	output [8:0] oLEDG;
	output [6:0] oHEX0_D, oHEX1_D, oHEX2_D, oHEX3_D;
	output oHEX0_DP, oHEX1_DP, oHEX2_DP, oHEX3_DP;
	assign oLEDR = iSW;
	assign oLEDG[0] = iKEY[0];
	assign oLEDG[1] = ~iKEY[0];
	assign oLEDG[2] = iKEY[1];
	assign oLEDG[3] = ~iKEY[1];
	assign oLEDG[4] = iKEY[2];
	assign oLEDG[5] = ~iKEY[2];
	assign oLEDG[6] = iKEY[3];
	assign oLEDG[7] = ~iKEY[3];
	assign oHEX0_DP=1'b1;
	assign oHEX1_DP=1'b1;
	assign oHEX2_DP=1'b1;
	assign oHEX3_DP=1'b1;
	xor x1 (oLEDG[8],iSW[17],iSW[16]);  
	decoder7 u0 (iSW[3:0],oHEX0_D);
	decoder7 u1 (iSW[7:4],oHEX1_D);
	decoder7 u2 (iSW[11:8],oHEX2_D);
	decoder7 u3 (iSW[15:12],oHEX3_D);
endmodule
</file>
<file path="run.sh">
#!/bin/bash
# OpenROAD 26Q1-2900-gdf79404cd8, Yosys 0.63+post, stock flow scripts
make -C /OpenROAD-flow-scripts/flow DESIGN_CONFIG=/design/flow/config.mk WORK_HOME=/design/flow/orfs finish
</file>
==> impl_metrics.json <==
{
  "finalWorstPathRequiredPeriod_ns": 1.76,
  "critical_path_class": "input pin to output pin",
  "post-synth-top-area-fraction_pct": 26.5,
  "final.clkbuf_count": 0,
  "synth-seq-area-share_pct": 0,
  "path_max_fanout": 2,
  "critPathRequiredTime_ns": 1.28,
  "die_w_um": 98,
  "grt.busiest_layer": "met2",
  "drv_slew": 0,
  "globalRouteOverflowTotal": 0,
  "synth_cell_types": 24,
  "layout-area-overhead-vs-synth_pct": 116,
  "worst_path_dominant_cell_family": "buffers and inverters",
  "cp.arrival_ns": 1.44,
  "chipArea_sq_um": 9600,
  "std_cell_rows": 28,
  "synth-cells-yosys": 156,
  "routed_wl_um": 4630,
  "timing.final.setup_violations": 12,
  "post_synth.cell_area_avg_sq_um": 8.48,
  "met3_usage_pct": 2.56,
  "synth-warning-count": 1,
  "synth-area-yosys_sq_um": 1320,
  "final_core_utilization_pct": 48.2,
  "stage_log_warnings": 58,
  "fp_util_pct": 22.3,
  "synth.cells.most_frequent": "sky130_fd_sc_hd__buf_4 (28), sky130_fd_sc_hd__ha_1 (28), sky130_fd_sc_hd__inv_1 (16)",
  "sequential_cell_count_of_the_final_layout": 0,
  "port_buffers": 77,
  "max_stage_delay_ns": 0.22,
  "route.detailed.vias_per_inst": 4.28,
  "pre_cts_ws_ns": -0.990,
  "drcViolationCount": 0,
  "first_global_vias": 1565,
  "holdBufCountCts": 0,
  "rsz0062_at_grt": "yes",
  "global_route_wire_length_before_repair_um": 7670,
  "violated_checks": "setup timing",
  "crit_top_cell": "sky130_fd_sc_hd__buf_6",
  "design.portCount": 81,
  "maxClockFrequency_ghz": 0.569,
  "grt_antenna_before_repair": 0,
  "antenna_diode_instance_count": 0,
  "post_synth_inst_count": 156,
  "vias": 1465,
  "drt_first_pass_iters": 4,
  "drt-wirelength-per-cell_um": 13.5,
  "ys_top_cells_by_area": "sky130_fd_sc_hd__ha_1 (26%), sky130_fd_sc_hd__buf_4 (16%), sky130_fd_sc_hd__mux2i_1 (11%)",
  "dp_hpwl_um": 3370,
  "run_status": "finished, violations left",
  "worst_slack_ns": -0.157,
  "worst_ir_drop_vdd_v": 0.000166,
  "grtUsageMet1_pct": 10.7,
  "grt_usage_pct": 9.01,
  "drt-initial-drc-count": 34,
  "ant_nets": 0,
  "layout-drive-gt1-share_pct": 60.3,
  "timing.critical_path.buf_inv": 6,
  "seq_area_sq_um": 0,
  "grt_start_max_net_pins": 10,
  "crit_path_top_delay_cell": "sky130_fd_sc_hd__a22o_4",
  "worst_setup_path_end_kind": "output pin",
  "period_used_pct": 110,
  "die_h_um": 98,
  "worstPathCellList": "buf_8 -> inv_8 -> buf_6 -> ha_4 -> and2b_2 -> buf_4 -> buf_6 -> a22o_4 -> buf_2",
  "core_area_sq_um": 5920,
  "synth.cell_area_sq_um": 1320,
  "met2_usage_pct": 16.4,
  "totalNegativeSetupSlack_ns": -0.942,
  "final_hold_viol_count": 0,
  "fin_hold_ws_ns": 0.831,
  "power.density_nw_per_um2": 241,
  "hold_path_class": "input pin to output pin",
  "maxCapViolCount": 0,
  "worst_setup_sp_type": "input pin",
  "synth_top_cell_by_area": "sky130_fd_sc_hd__ha_1",
  "gp_routability_congestion": 0.802,
  "leakage_power_figure_nw": 1.36,
  "fillCellCount": 500
}
worst paths after layout:
path / endpoint / slack, ns / startpoint / cells after the start
setup / recovery: oHEX0_D[2] / -0.16 / iSW[1] / 9
hold / removal: oLEDG[4] / 0.83 / iKEY[2] / 2
layer usage:
layer	vias to the layer above	share of wire, %
li1	735	-
met1	696	42
met2	32	51
met3	2	6.7
met4	0	0.30
met5	-	0
through the flow:
stage | instance area (sq um) | instances | power (mW)
after detailed placement | 2270 | 321 | 0.567
after global placement | 2270 | 321 | 0.569
after global routing | 2850 | 342 | 0.756
after CTS | 2730 | 338 | 0.651
final | 2850 | 342 | 0.688
after floorplan | 1330 | 159 | 0.224
power breakdown:
| group | total [mW] | leakage (nW) | internal (mW) | switching, mW |
|---|---|---|---|---|
| sequential | 0 | 0 | 0 | 0 |
| clock | 0 | 0 | 0 | 0 |
| combinational | 0.688 | 1.36 | 0.432 | 0.256 |
| total | 0.688 | 1.36 | 0.432 | 0.256 |
final cells by class:
cell class,instances,area (sq um),area share (%)
well taps,75,93.8,3.29
repair buffers,142,1290,45.2
inverters,16,125,4.39
multi-input cells,109,1340,47.1
cell families after synthesis:
family / after synthesis / share of synthesized area (%)
buffers and inverters: 50 / 24.1
adder cells (fa/ha/maj): 28 / 26.5
AND/OR/NAND/NOR: 28 / 11.4
AND-OR/OR-AND: 24 / 13.7
multiplexers: 24 / 23.4
XOR/XNOR: 1 / 0.662
other: 1 / 0.284
what timing repair did:
item	CTS	global route
gates cloned	1	0
hold endpoints to repair	0	0
pin swaps	24	9
gates resized	253	36
setup buffers	18	4
endpoints found under the setup margin	47	34
cells in the final DEF (no fill, tap or decap), drive strengths merged, types with 5 or more instances in the layout:
cell type	count
o21ai	5
dlygate4sd2	8
mux2	6
a22o	7
ha	28
buf	95
nor2	13
inv	15
dlymetal6s2s	6
clkdlybuf4s50	25
mux2i	14
clkdlybuf4s15	5
No activity file was given, so power comes from the tool's default toggle rates.
